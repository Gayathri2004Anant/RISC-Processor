$ cat /design/flow/config.mk
export PLATFORM = sky130hd
export DESIGN_NAME = right_shift
export DESIGN_NICKNAME = right_shift
export VERILOG_FILES = /design/flow/design.v
export SDC_FILE = /design/flow/constraint.sdc
export NUM_CORES = 4
export LEC_CHECK = 1
export CORE_UTILIZATION = 30
$ cat /design/flow/constraint.sdc
current_design right_shift

set clk_period 2.9
set clk_io_pct 0.2

create_clock -name clk0 -period $clk_period

set non_clock_inputs [all_inputs -no_clocks]
set_input_delay [expr $clk_period * $clk_io_pct] -clock clk0 $non_clock_inputs
set_output_delay [expr $clk_period * $clk_io_pct] -clock clk0 [all_outputs]
$ cat /design/flow/design.v
`timescale 1ns / 1ps
module mux2to1(input [1:0]in, input select, output out
    );
wire t1;
wire t2;
wire t3;
not n(t3, select);
and a(t1, in[1], select);
and b(t2, in[0], t3);
or o(out, t1, t2);
endmodule
module mux4to1(input [3:0]in, input[1:0] select, output out
    );
wire t1;
wire t2;
mux2to1 a(in[3:2], select[0], t1);
mux2to1 b(in[1:0], select[0], t2);
mux2to1 c({t1,t2}, select[1], out);
endmodule
module mux8to1(input [7:0]in, input[2:0] select, output out
    );
assign out = in[select];
endmodule
module mux16to1(input [15:0]in, input[3:0] select, output out
    );
wire t1;
wire t2;
mux8to1 a(in[15:8], select[2:0], t1);
mux8to1 b(in[7:0], select[2:0], t2);
mux2to1 c({t1,t2}, select[3], out);
endmodule
module mux32to1(input [31:0]in, input[4:0] select, output out
    );
wire t1;
wire t2;
mux16to1 a(in[31:16], select[3:0], t1);
mux16to1 b(in[15:0], select[3:0], t2);
mux2to1 c({t1,t2}, select[4], out);
endmodule
module MUX (input [31:0] in0, in1, in2, input[1:0] sel, output[31:0]out);
    genvar i;
    for(i = 0; i < 32; i = i+1) begin
        mux4to1 m0({0, in2[i], in1[i], in0[i]}, sel, out[i]);
    end
endmodule
module MUX_reg(input[4:0] in0, in1, in2, input[1:0] sel, output[4:0]out);
    genvar i;
    for(i = 0; i < 5; i = i+1) begin
        mux4to1 m0({0, in2[i], in1[i], in0[i]}, sel, out[i]);
    end
endmodule
module right_shift(input [31:0] in1, input [31:0] in2, output [31:0] out);
		wire [31:0] temp [31:0];
		genvar i;
		assign temp[0] = in1;
		generate
			for(i = 1; i<32; i = i+1) begin
				assign temp[i][31-i:0] = in1[31:i];
				assign temp[i][31:31-i+1] = 0;
			end
		endgenerate
		generate
			for(i = 0; i<32; i = i+1) begin
				mux32to1 m0({temp[31][i], temp[30][i], temp[29][i], temp[28][i], temp[27][i], temp[26][i], temp[25][i], temp[24][i], temp[23][i], temp[22][i], temp[21][i], temp[20][i], temp[19][i], temp[18][i], temp[17][i], temp[16][i], temp[15][i], temp[14][i], temp[13][i], temp[12][i], temp[11][i], temp[10][i], temp[9][i], temp[8][i], temp[7][i], temp[6][i], temp[5][i], temp[4][i], temp[3][i], temp[2][i], temp[1][i], temp[0][i]}, in2[4:0], out[i]);
			end
		endgenerate
endmodule
$ cat /design/flow/run.sh
#!/bin/bash
# OpenROAD 26Q1-2900-gdf79404cd8, Yosys 0.63+post, stock flow scripts
make -C /OpenROAD-flow-scripts/flow DESIGN_CONFIG=/design/flow/config.mk WORK_HOME=/design/flow/orfs finish
==> impl_metrics.env <==
# implementation run metrics
export IMPL_netlist_cell_type_count=42
export IMPL_xor_area_frac=0
export IMPL_post_route_cells_drive_above_1_share=0.5529
export IMPL_grt_start_max_net_pins=19
export IMPL_min_from="in1[14]"
export IMPL_io_buffers=69
export IMPL_finalClockPeriodUsage=0.9871
export IMPL_worst_setup_path_type="input pin to output port"
export IMPL_first_global_vias=1900
export IMPL_critPathLaunchType="input pin"
export IMPL_syn_avg_cell_area_um2=9.337
export IMPL_gr_total_overflow=0
export IMPL_crit_arrival_ps=2280
export IMPL_worst_slew_pin_slew_ps=292.4
export IMPL_leakagePower_nw=1.282
export IMPL_dieArea_um2=6927
export IMPL_synthCells=212
export IMPL_ff_latch_area_um2=0
export IMPL_max_vdd_ir_drop_uv=101.0
export IMPL_final_hold_viol_count=0
export IMPL_ant_nets=0
export IMPL_seq_area_frac_synth=0
export IMPL_coreArea_um2=6350
export IMPL_nClkBuffers=0
export IMPL_synth_area_mux_share=0.4741
export IMPL_viasPerCell=5.530
export IMPL_detail_route_wl_per_cell_um=16.17
export IMPL_drt_total_wl_um=5982
export IMPL_synth_warning_count=1
export IMPL_crit_required_ps=2320
export IMPL_synthTopLogicFamily="multiplexers"
export IMPL_synth_adder_area_share=0
export IMPL_startpoint="in1[19]"
export IMPL_grt_total_usage=0.1730
export IMPL_rows=29
export IMPL_cap_violations=0
export IMPL_slew_headroom=0.8012
export IMPL_fp_dieW_um=83.23
export IMPL_route_antenna_diode_count=0
export IMPL_area_delta_synth_final_pct=56.89
export IMPL_ys_cells=212
export IMPL_num_vias=2046
export IMPL_setup_viol=0
export IMPL_min_delay_path_class="input pin to output port"
export IMPL_yosys_area_share_simple=0.1466
export IMPL_warnings=59
export IMPL_antenna_found_initial=0
export IMPL_flops=0
export IMPL_remaining_drc_errors=0
export IMPL_drt_pre_antenna_iters=4
export IMPL_grt_pass1_wl_um=9570
export IMPL_fillCellCount=588
export IMPL_max_freq_mhz=349.3
export IMPL_syn_cell_area_um2=1979
export IMPL_final_cells=370
export IMPL_finalMaxSlewViolations=0
export IMPL_p_per_area_nw_per_um2=181.6
export IMPL_run_status="completed"
export IMPL_timing_hold_worst_endpoint="out[7]"
export IMPL_placed_area_um2=2821
export IMPL_aoi_share=0.1915
export IMPL_first_iter_violations=85
export IMPL_dp_cells=362
export IMPL_die_height_um=83.23
export IMPL_ys_area_um2=1979
export IMPL_holdPathStages=5
export IMPL_stdcell_area_um2=3105
export IMPL_path_max_fanout=4
export IMPL_gp_congestion=0.9212
export IMPL_fin_crit_ps=2863
export IMPL_ctsHoldBuffers=0
export IMPL_dp_hpwl_um=4699
export IMPL_pin_count=96
export IMPL_end_kind="output port"
export IMPL_initCoreUtil=0.3117
[where the power goes]
part           total (W)  switching (W)  internal, W
combinational   0.000564       0.000228     0.000335
sequential             0              0            0
clock                  0              0            0
[worst max-delay path by stage]
| stage | end | depth (start not counted) |
|---|---|---|
| after CTS | out[6] | 6 |
| after global routing | out[18] | 8 |
| final | out[4] | 6 |
[cells in the final DEF (no fill, tap or decap), drive strengths merged, types with 7 or more instances in the layout]
cell type,instances
nand2,19
clkdlybuf4s50,27
clkbuf,10
o21ai,7
buf,67
mux2,11
mux4,31
a22oi,12
a211oi,9
nor2,20
dlygate4sd2,13
mux2i,9
clkdlybuf4s15,10
[worst max-delay path: stages]
cell,delay [ps]
clkdlybuf4s15_1,210
mux4_2,510
o22a_2,260
a32oi_2,230
nand2_1,80
clkdlybuf4s50_1,400
[metrics by stage]
step / hold WS (ps) / util / setup slack, ps / total power [W] / TNS [ps]
floorplan: 1483 / - / 364.9 / 0.0002971 / 0
global placement: 2346 / 0.4443 / -520.9 / 0.0004977 / -10820
detailed placement: 2345 / 0.4443 / -502.0 / 0.0004988 / -10690
CTS: 1931 / 0.4767 / 0.8866 / 0.0005412 / 0
global route: 1855 / 0.4891 / -12.25 / 0.0006044 / -28.05
finish: 1790 / 0.4891 / 37.49 / 0.0005639 / 0
[area by class of cell]
class,instances,area [µm²],share of cell area
inverter,1,8.758,0.002820
tap,77,96.34,0.03102
multi-input combinational,159,1804,0.5810
timing repair buffer,133,1196,0.3852
[routing by layer]
| metal | track usage | wire length, µm |
|---|---|---|
| met1 | 0.2841 | 2922 |
| met3 | 0.02523 | 376 |
| met2 | 0.2623 | 2647 |
| met4 | 0.006270 | 34 |
| met5 | 0 | 0 |
[Yosys cell counts, types with 2 or more instances]
| master | instances | area, µm² |
|---|---|---|
| buf_6 | 2 | 22.52 |
| nor2b_1 | 2 | 12.51 |
| buf_2 | 5 | 25.02 |
| mux2_4 | 2 | 30.03 |
| nand2_1 | 19 | 71.32 |
| mux4_2 | 26 | 585.6 |
| mux2i_1 | 9 | 90.09 |
| mux4_1 | 5 | 131.4 |
| buf_4 | 36 | 270.3 |
| o21ai_0 | 6 | 30.03 |
| a2bb2oi_1 | 2 | 17.52 |
| nor3b_1 | 2 | 15.01 |
| clkbuf_1 | 7 | 26.28 |
| nand2b_1 | 4 | 25.02 |
| mux2_2 | 9 | 101.4 |
| o22a_1 | 3 | 26.28 |
| or2_2 | 3 | 18.77 |
| a211oi_1 | 9 | 67.56 |
| a32oi_1 | 4 | 35.03 |
| o211ai_1 | 5 | 37.54 |
| nor2_1 | 19 | 71.32 |
| a22oi_1 | 11 | 82.58 |
| nand3_1 | 3 | 15.01 |
[what timing repair did]
item | CTS | global route
endpoints found under the setup margin | 32 | 23
setup buffers | 4 | 3
gates cloned | 1 | 0
hold endpoints to repair | 0 | 0
pin swaps | 19 | 13
resized | 104 | 44
[kinds of logic after synthesis]
| kind of cell | after synthesis |
|---|---|
| AND-OR/OR-AND | 49 |
| buffers and inverters | 53 |
| AND/OR/NAND/NOR | 59 |
| multiplexers | 51 |
No activity file was given, so power comes from the tool's default toggle rates.
