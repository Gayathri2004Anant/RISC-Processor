==> flow/design.v <==
module left_shift(input [31:0] in1, input [31:0] in2, output [31:0] out);
		wire [31:0] temp [31:0];
		genvar i;
		assign temp[0] = in1;
		generate
			for(i = 1; i<32; i = i+1) begin
				assign temp[i][31:i] = in1[31-i:0];
				assign temp[i][i-1:0] = 0;
			end
		endgenerate
		generate
			for(i = 0; i<32; i = i+1) begin
				mux32to1 m0({temp[31][i], temp[30][i], temp[29][i], temp[28][i], temp[27][i], temp[26][i], temp[25][i], temp[24][i], temp[23][i], temp[22][i], temp[21][i], temp[20][i], temp[19][i], temp[18][i], temp[17][i], temp[16][i], temp[15][i], temp[14][i], temp[13][i], temp[12][i], temp[11][i], temp[10][i], temp[9][i], temp[8][i], temp[7][i], temp[6][i], temp[5][i], temp[4][i], temp[3][i], temp[2][i], temp[1][i], temp[0][i]}, in2[4:0], out[i]);
			end
		endgenerate
endmodule
`timescale 1ns / 1ps
module mux2to1(input [1:0]in, input select, output out
    );
wire t1;
wire t2;
wire t3;
not n(t3, select);
and a(t1, in[1], select);
and b(t2, in[0], t3);
or o(out, t1, t2);
endmodule
module mux4to1(input [3:0]in, input[1:0] select, output out
    );
wire t1;
wire t2;
mux2to1 a(in[3:2], select[0], t1);
mux2to1 b(in[1:0], select[0], t2);
mux2to1 c({t1,t2}, select[1], out);
endmodule
module mux8to1(input [7:0]in, input[2:0] select, output out
    );
assign out = in[select];
endmodule
module mux16to1(input [15:0]in, input[3:0] select, output out
    );
wire t1;
wire t2;
mux8to1 a(in[15:8], select[2:0], t1);
mux8to1 b(in[7:0], select[2:0], t2);
mux2to1 c({t1,t2}, select[3], out);
endmodule
module mux32to1(input [31:0]in, input[4:0] select, output out
    );
wire t1;
wire t2;
mux16to1 a(in[31:16], select[3:0], t1);
mux16to1 b(in[15:0], select[3:0], t2);
mux2to1 c({t1,t2}, select[4], out);
endmodule
module MUX (input [31:0] in0, in1, in2, input[1:0] sel, output[31:0]out);
    genvar i;
    for(i = 0; i < 32; i = i+1) begin
        mux4to1 m0({0, in2[i], in1[i], in0[i]}, sel, out[i]);
    end
endmodule
module MUX_reg(input[4:0] in0, in1, in2, input[1:0] sel, output[4:0]out);
    genvar i;
    for(i = 0; i < 5; i = i+1) begin
        mux4to1 m0({0, in2[i], in1[i], in0[i]}, sel, out[i]);
    end
endmodule
==> flow/run.sh <==
#!/bin/bash
# OpenROAD 26Q1-2900-gdf79404cd8, Yosys 0.63+post, stock flow scripts
make -C /OpenROAD-flow-scripts/flow DESIGN_CONFIG=/design/flow/config.mk WORK_HOME=/design/flow/orfs finish
==> flow/config.mk <==
export PLATFORM = sky130hd
export DESIGN_NAME = left_shift
export DESIGN_NICKNAME = left_shift
export VERILOG_FILES = /design/flow/design.v
export SDC_FILE = /design/flow/constraint.sdc
export NUM_CORES = 4
export LEC_CHECK = 1
export CORE_UTILIZATION = 40
==> flow/constraint.sdc <==
current_design left_shift

set clk_period 3.7
set clk_io_pct 0.2

create_clock -name clk0 -period $clk_period

set non_clock_inputs [all_inputs -no_clocks]
set_input_delay [expr $clk_period * $clk_io_pct] -clock clk0 $non_clock_inputs
set_output_delay [expr $clk_period * $clk_io_pct] -clock clk0 [all_outputs]
==> impl_metrics.py <==
# Physical implementation metrics
metrics = {
    "placement": {
        "io_buffer_count": 69,
        "gp_congestion": 0.8981,
        "dp_cells": 307,
        "dp_hpwl_mm": 4.613,
        "post-place-ws_ns": -0.04812,
    },
    "setup_path": {
        "crit_type": "input pin to primary output",
        "critical_path.max_fanout": 4,
        "max_stage_delay_ns": 0.60,
        "crit_family": "multiplexers",
        "cp.arrival_ns": 2.88,
        "required_ns": 2.96,
        "worst-path-buf-inv": 2,
        "cp_slowest_cell": "mux4_1",
        "worst_setup_path_start_kind": "input pin",
        "cp-end-kind": "primary output",
        "cp_common_cell": "clkdlybuf4s50_1",
        "cp_cell_sequence": "clkdlybuf4s50_1 -> mux4_1 -> mux2_2 -> mux2i_1 -> a221oi_1 -> clkdlybuf4s50_1",
    },
    "synth": {
        "top_area_cell": "mux4_2",
        "top_cell_area_share": 0.2149,
        "ys_warn_count": 1,
        "ys_cells": 211,
        "avgSynthCellArea_sq_um": 8.942,
        "synthCells": 211,
        "synth_area_sq_um": 1887,
        "topCellsByArea": "mux4_2 21%, buf_4 14%, mux4_1 11%",
        "yosysUniqueCellTypes": 40,
        "ys_seq_frac": 0,
        "ys_area_sq_um": 1887,
    },
    "job": {
        "cap_viol_max_count": 0,
        "tool_warnings": 59,
    },
    "power_and_ir_drop": {
        "p_int_uw": 218.6,
        "power_uw": 362.1,
        "p_sw_uw": 143.5,
        "combPwrFrac": 1.000,
        "p_leak_nw": 0.9872,
        "pwr-share-clk": 0,
        "peakVddDrop_mv": 0.06823,
        "power.share.switching": 0.3963,
        "cellPowerDensity_nw_per_um2": 140.5,
        "sequentialPowerShare": 0,
    },
    "timing": {
        "setup-violations-final": 0,
        "period_minus_slack_ns": 3.618,
        "finalWorstSetupSlack_ns": 0.08242,
        "max_freq_ghz": 0.2764,
        "hold_viol_final": 0,
        "worstMarginPinSlew_ns": 0.4668,
        "slew_viol_final": 0,
        "holdWs_ns": 2.470,
        "fin_crit_sh": 0.9777,
        "relSlewSlack": 0.6799,
    },
    "drt": {
        "wl_mm": 5.650,
        "num_vias": 1878,
        "via_per_inst": 6.078,
        "diodes": 0,
        "drtIter0Drc": 142,
        "dr.pass1.iters": 20,
        "wire_per_inst_um": 18.28,
        "drc_errors": 0,
        "ant_nets": 0,
    },
    "global_route": {
        "grt_pass1_vias": 1840,
        "grt_max_degree": 22,
        "grt_overflow": 0,
        "grt.total_usage": 0.2395,
        "antenna_found_initial": 0,
        "grt_pass1_wl_mm": 9.142,
    },
    "final_layout": {
        "area_growth_pct": 36.60,
        "final_util": 0.5800,
        "drive_above_1_share": 0.2724,
        "regArea_sq_um": 0,
        "clkbuf_count": 0,
        "numSequentialCells": 0,
        "n_fill_cell": 391,
        "final_cells": 309,
    },
    "floorplanning": {
        "dieWidth_um": 70.68,
        "die-area_sq_um": 4996,
        "coreArea_sq_um": 4444,
        "die_y_um": 70.68,
        "ios": 96,
        "num_rows": 24,
        "fp_util": 0.4245,
    },
    "run_status": {
        "status": "completed",
    },
    "min_path": {
        "min_path_type": "input pin to primary output",
    },
}
[logic make-up after synthesis]
logic type,after synthesis,synth area share
AND-OR/OR-AND,43,0.1718
buffers and inverters,53,0.1903
multiplexers,56,0.4934
AND/OR/NAND/NOR,59,0.1446
[metal layers]
metal,vias to the layer above,part of all wire,global-route usage,wire length [um]
met1,887,0.44,0.3733,2462
li1,893,-,-,-
met2,98,0.47,0.3857,2633
met4,0,0,0.01111,0
met5,-,0,0,0
met3,0,0.098,0.03613,553
[power by group through the flow]
stage,sequential (mW),combinational (mW),clock (mW)
after CTS,0,0.361,0
after global routing,0,0.392,0
final,0,0.362,0
[layout by cell type, fill, tap and decap left out, types with 5 or more instances in the layout]
cell type and n:
o211ai_1 5, mux2i_1 17, mux4_2 20, clkdlybuf4s50_1 67
nor2_1 19, nand2_1 16, mux2_2 12, and2_1 5
buf_4 22, a22oi_1 7, mux4_1 6, o21ai_0 7
[tightest hold or removal path, cell delays in order]
cell	delay (ns)
buf_2	0.18
buf_4	0.20
mux2i_1	0.15
nor3_1	0.06
clkdlybuf4s50_1	0.39
[synth_stat cells (3+ instances only)]
library cell	instances
o22ai_1	3
o211ai_1	5
nor2_1	20
nand3_1	4
buf_2	4
o21ai_0	7
a22oi_1	8
nor3_1	3
buf_4	35
or2_2	3
nor2b_1	3
and2_1	5
mux4_1	8
mux2i_1	18
mux4_2	18
mux2_2	12
nand2_1	16
clkbuf_1	7
a221o_1	3
[final cells by class]
cell class | instances | area (sq um) | share of cell area
inverter | 3 | 11.26 | 0.004369
multi-input combinational | 158 | 1539 | 0.5971
tap | 52 | 65.06 | 0.02524
timing repair buffer | 96 | 962.2 | 0.3733
[final timing paths]
check / start / to / cells past startpoint
worst max-delay path: in1[10] / out[31] / 6
worst min-delay path: in2[0] / out[1] / 5
[through the flow]
| step | setup TNS [ns] | area [sq um] |
|---|---|---|
| 3_3_place_gp | -0.1250 | 2515 |
| 2_1_floorplan | 0 | 1887 |
| 6_report | 0 | 2577 |
| 5_1_grt | -0.003183 | 2577 |
| 4_1_cts | 0 | 2575 |
| 3_5_place_dp | -0.1381 | 2515 |
[timing repair]
| item | in CTS | in global routing |
|---|---|---|
| setup endpoints to repair | 5 | 4 |
| resized | 3 | 5 |
| gates cloned | 1 | 0 |
| buffers inserted | 1 | 0 |
| hold buffers | 0 | 0 |
Power and IR drop assume default switching activity.
